### flow/design.v
module controls_basic(
    input clk,
    input reset,
    input rx,
    output tx,
    output uart_sample,
    output [15:0]color,
    output vsync,
    output hsync,
    output clk_to_screen,
    output den);
    parameter V_START=3'h0, VBP=3'h1, H_START=3'h2, HBP=3'h3, LCD_COL=3'h4, HFP=3'h5, VFP=3'h6, IDLE=3'h7; 
    parameter WHITE = 16'hffff, RED = 16'h001f, GEREEN = 16'h07e0, BLUE = 16'hf800, BLACK = 16'h0;
    reg clk_lcd, display_on_off;
    reg [2:0] state, next_state;
    reg [14:0] count;
    reg [8:0] col, row;
    wire temp;
    initial begin
        display_on_off  <= 1'b1 ;
        col             <= 9'b0 ;
        row             <= 9'b0 ;
        count           <= 15'b0;
        state           <= IDLE;
        clk_lcd         <= 1'b0 ;  
    end
    always @(*) begin
        case (state)
            V_START : next_state <= (count >=   1) ? VBP                            :V_START;
            VBP     : next_state <= (count >=  12) ? H_START                        :VBP    ;
            H_START : next_state <= (count >=   1) ? HBP                            :H_START;
            HBP     : next_state <= (count >=  43) ? LCD_COL                        :HBP    ;
            LCD_COL : next_state <= (count >= 480) ? HFP                            :LCD_COL;
            HFP     : next_state <= (count >=   2) ? ((col >= 272) ? VFP : H_START) :HFP    ;
            VFP     : next_state <= (count >=   1) ? IDLE                           :VFP    ;
            IDLE   : next_state  <= (count>=32000) ? V_START                        :IDLE   ; 
            default : next_state <=                                                  V_START;
        endcase
    end
    always @(posedge clk) begin
        clk_lcd <= ~clk_lcd;
    end
    always @(posedge clk_lcd) begin
        if (reset) begin
            display_on_off  <= 1'b1 ;
            col             <= 9'b0 ;
            row             <= 9'b0 ;
            count           <= 15'b0;
            state           <= IDLE;
        end else begin
            if (state == H_START) row <= 9'b0;
            if (state == V_START) col <= 9'b0;
            if (state == LCD_COL) row <= row + 1;
            if (state != next_state) begin
                if (state == HFP) col <= col + 1;
                state <= next_state;
                count <= 15'b0;;
            end else begin
                state <= next_state;
                count <= count + 1;
            end
        end
    end
    assign clk_to_screen    = clk_lcd           ;
    assign den              = (state == LCD_COL);
    assign color            = ((row < 200) && (col < 128)) ? ((row[3] & col[3])&(col < 120) ? WHITE : BLUE) : ((col[5]) ? WHITE : RED);
    assign vsync            = ~((state == IDLE));
    assign hsync            = (state > H_START) && (state < VFP);
    assign temp = rx;
    assign tx = temp;
    assign uart_sample = temp;
endmodule
### flow/config.mk
export PLATFORM = sky130hd
export DESIGN_NAME = controls_basic
export DESIGN_NICKNAME = controls_basic
export VERILOG_FILES = /design/flow/design.v
export SDC_FILE = /design/flow/constraint.sdc
export NUM_CORES = 4
export LEC_CHECK = 1
export CORE_UTILIZATION = 40
### flow/run.sh
#!/bin/bash
# OpenROAD 26Q1-2900-gdf79404cd8, Yosys 0.63+post, stock flow scripts
make -C /OpenROAD-flow-scripts/flow DESIGN_CONFIG=/design/flow/config.mk WORK_HOME=/design/flow/orfs finish
### flow/constraint.sdc
current_design controls_basic

set clk_period 1.5
set clk_io_pct 0.2

create_clock -name clk0 -period $clk_period [get_ports {clk}]

set non_clock_inputs [all_inputs -no_clocks]
set_input_delay [expr $clk_period * $clk_io_pct] -clock clk0 $non_clock_inputs
set_output_delay [expr $clk_period * $clk_io_pct] -clock clk0 [all_outputs]
==> run notes <==
• 729 ps — Worst-Margin Slew
• 0 — final tally of max-slew violations
• 0 — number of failing setup endpoints in the final timing report
• 0.831 — routability congestion estimate
• 0.00238 mm^2 — Design Area, Final
• 0.00527 mm^2 — area of the core region
• 0 ps — Total Negative Setup Slacks
• 0 — antenna cell count
• 0.508 — part of the total power dissipated in sequential elements
• 0 — async set-or-reset flop fraction in the synthesized netlist
• 55 — number of unconstrained endpoints
• 48 — count of different cell masters after synthesis
• 0 — number of setup buffers added after CTS
• 62 — violation count after the first detailed-route iteration
• 1 — Buf/Inv on CP
• 0 — Residual DRC
• dfxtp_1 33%, a211oi_2 5.0%, buf_4 5.0% — dominant cells by area after synthesis
• clkdlybuf4s50_1 — worst path cell trace
• 0 — share of total power in the clock network
• 0.274 — synthesized-area fraction occupied by and/or/nand/nor cells
• 12.8 um — Avg WL per Cell
• 0 ps — clock-pin slew of the registers on the worst-case setup and hold paths
• 22.7 mW/mm^2 — power density cells
• 5.62% — signed area change from the synthesized netlist to the final layout
• 7760 um — first-pass GRT wire length
• 77.0 um — die outline height
• 0.949 GHz — highest clock rate
• 0.00225 mm^2 — chip area from the yosys synthesis statistics
• register — crit start category
• 120 uV — VDD IR max
• 26 — row cnt
• register to primary output — classification of the worst setup path
• 77.0 um — Horiz. Die Dim
• 0.176 — Synth Area in Compound Gates
• 1806 — Vias
• 0.0545 — post-synthesis share of cell area spent on xor and xnor gates
• 0 — quantity of gates resized following cts
• dfxtp_1 — top cell type by total area after synthesis
• 750 ps — arrival time of the worst setup path
• 0.00238 mm^2 — Placed Instance Area
• 0.0334 — Adder Share, Synth
• primary input to primary output — HP Class
• 0.329 — share of the synthesized area in the top cell type
• clkdlybuf4s50_1 — Critical Path Slowest Stage Cell
• 0.00593 mm^2 — overall die area
• 2 — maximum fanout along the worst path
• 0 — Hold Violations, Final
• buffers and inverters — family with the most delay on the worst path
• simple AND/OR/NAND/NOR gates — Logic family by area
• 25 — ports placed on the boundary
• 37 — register bit total from synthesis
• false — setup repair after global routing missed its margin
• 0.761 nW — leakage component of the power
• 0.0341 mW — cell internal power dissipation
• 0 ps — skew final
• 1622 — number of global-route vias before repair
• 0 ps — clock latency at the later pin of the worst-skew pair
• dfxtp_1 — main flop type after synthesis
• 21 — Port Buffer Count
• 0 — number of antenna violations at the first check in global routing
• 0.00225 mm^2 — netlist area before placement
• 0 — number of maximum-capacitance violations
• 0.155 — all-layer global routing usage
• 0.492 — fraction of power consumed by combinational cells
• 263 — Cells after Synth
• 4180 um — Routed WL
• 0 — GR Overflow Total
• 0.0350 — Synth mux share
• 450 ps — maximum cell stage delay along the critical path
• 0.368 — Net Sw Frac
• 4 — detailed-router iteration count before antenna repair
• 0.329 — share of synthesized area occupied by flip-flops and latches
• 0.451 — core utilization of the finished layout
• 5.52 — Via density
• 0.514 — Max-slew headroom
• 0 — count of hold buffers inserted by post-cts repair
• completed — run status
• 0 — count of antenna-violating nets left after detailed routing
• 40 — pin count of the biggest net entering global routing
• 0.0539 mW — overall power of the completed layout
• 0.702 — Tcrit/Tclk final
• 8.55 um^2 — Post-Synthesis Mean Instance Area
• 0.0198 mW — power dissipated by switching net loads
• 33 — stage-log warning count
• primary output — nature of the critical path endpoint
• 1050 ps — shortest period the worst path allows
• 1 — number of synthesis warnings
• 263 — Yosys Instances
• 0.427 — core utilization at floorplan
• 0.101 — layout cells sized above 1
• 0 — Post-synth EDFFs
• 36 — number of register pins that no clock reaches
• 1200 ps — required time reported for the critical path endpoint
• 2990 um — estimated wirelength of the detail-placed design
## cell usage in the layout (no fill, tap or decap), types with 3 or more instances in the layout
master,count
or4_1,3
nand2_1,16
ha_1,6
a31oi_1,3
xnor2_1,8
nand3_1,18
nor3b_1,5
dfxtp_1,37
nand4_1,9
mux2_2,7
o211ai_1,4
o21ai_0,6
xor2_1,6
or3_1,3
inv_1,7
a21oi_1,11
clkdlybuf4s50_1,21
nor3_1,7
o311ai_0,3
nor4_1,4
a211oi_1,8
buf_4,3
nor2_1,24
a211oi_2,9
## flip-flops by register name, indices dropped and copies added (netlist names)
register	flops
clk_lcd	1
count	15
row	9
state	3
col	9
## through the flow
step | worst slack (ps) | hold WS (ps) | std cells
after detailed placement | 442 | 600 | 327
after global routing | 418 | 600 | 327
after CTS | 442 | 600 | 327
after floorplan | 485 | 631 | 263
after global placement | 443 | 600 | 327
final | 447 | 600 | 327
## Yosys cell counts (2+ instances only)
cell and count:
mux2_2 7, nor2_1 24, dfxtp_1 37, nor3b_1 5
o21ai_0 6, a211oi_2 9, and4_1 2, o311ai_0 3
a22oi_1 2, or4_1 3, a31oi_1 3, buf_4 15
nand2_1 16, or2_2 2, nor2b_1 2, nand3_1 18
nor3_1 7, nand4_1 9, a211oi_1 8, nand2b_1 2
nor4_1 4, or3b_2 2, or3_1 3, xor2_1 6
clkbuf_1 12, o41ai_1 2, a21oi_1 11, ha_1 6
nand3b_1 2, o211ai_1 4, inv_1 7, xnor2_1 8
## final timing paths
kind	depth (start not counted)	to	slack (ps)	from
setup reg to reg	2	clk_lcd$_DFF_P_	670	clk_lcd$_DFF_P_
setup / recovery	1	clk_to_screen	450	clk_lcd$_DFF_P_
hold / removal	0	tx	600	rx
hold reg to reg	2	clk_lcd$_DFF_P_	640	clk_lcd$_DFF_P_
## cells by family (layout without fill, tap and decap cells)
group | count (synthesis) | after routing
compound gates | 52 | 52
xor+xnor | 14 | 14
fa+ha+maj | 6 | 6
buf+inv | 37 | 31
flops | 37 | 37
mux | 7 | 7
simple gates | 110 | 110
## power by group through the flow
stage                 logic, mW  registers [mW]  clock network (mW)
final                    0.0265          0.0274                   0
after CTS                0.0276          0.0274                   0
after global routing     0.0295          0.0274                   0
## cell type report
| cell class | count | area [um^2] |
|---|---|---|
| fill | 550 | 2890 |
| tap | 70 | 87.6 |
| sequential | 37 | 741 |
| multi-input combinational | 189 | 1290 |
| timing repair buffer | 24 | 233 |
| inverter | 7 | 26.3 |
## metal layers
layer | part of all wire | routed length (um) | GRT usage | vias to the layer above
met5 | 0 | 0 | 0 | -
met4 | 0 | 0 | 0 | 0
met3 | 0.0067 | 28 | 0 | 0
met2 | 0.46 | 1940 | 0.251 | 14
met1 | 0.53 | 2220 | 0.252 | 861
li1 | - | - | - | 931
No activity file was given, so power comes from the tool's default toggle rates.
