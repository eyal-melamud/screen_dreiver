==> design/flow/design.v <==
module led_clk(
    input clk,
    input rst, 
    output [5:0] led);
    reg [5:0] l;
    reg [24:0] clk_to_sec;
    initial begin
        l <= 6'h0;
        clk_to_sec <= 25'h1;
    end
    always @(posedge clk, posedge rst) begin
        if (rst) begin
            l <= 6'b0;
            clk_to_sec <= 25'h1;
        end else begin
            clk_to_sec <= clk_to_sec + 1;
            if (~(|clk_to_sec)) 
                l <= l + 1;
        end
    end
    assign led = ~l;
endmodule
==> design/flow/run.sh <==
#!/bin/bash
# OpenROAD 26Q1-2900-gdf79404cd8, Yosys 0.63+post, stock flow scripts
make -C /OpenROAD-flow-scripts/flow DESIGN_CONFIG=/design/flow/config.mk WORK_HOME=/design/flow/orfs finish
==> design/flow/config.mk <==
export PLATFORM = sky130hd
export DESIGN_NAME = led_clk
export DESIGN_NICKNAME = led_clk
export VERILOG_FILES = /design/flow/design.v
export SDC_FILE = /design/flow/constraint.sdc
export NUM_CORES = 4
export LEC_CHECK = 1
export CORE_AREA = 10 10 112 112
export DIE_AREA = 0 0 122 122
==> design/flow/constraint.sdc <==
current_design led_clk

set clk_period 4.6
set clk_io_pct 0.2

create_clock -name clk0 -period $clk_period [get_ports {clk}]

set non_clock_inputs [all_inputs -no_clocks]
set_input_delay [expr $clk_period * $clk_io_pct] -clock clk0 $non_clock_inputs
set_output_delay [expr $clk_period * $clk_io_pct] -clock clk0 [all_outputs]
==> impl_metrics.toml <==
# implementation run metrics
[run_status]
status = "finished, final reports clean"

[synth]
ys_async_sr_fraction_pct = 100.0
synth_cell_type_count = 22
edf_count = 0
yosysChipArea_sq_um = 1488
yosysTopAreaCellShare_pct = 50.46
ys_top_cells_by_count = "dfrtp_1, xnor2_1, nand3_1"
top_cell = "dfrtp_1"
netlist_top_cells_area = "dfrtp_1, xnor2_1, nand3_1"
yosys_warnings = 1
synth_stat.cells = 139
ys_ff = 31
netlist_instances = 139
syn_avg_cell_area_sq_um = 10.70
synth-main-ff-cell = "dfrtp_1"
largest_area_cell = "dfrtp_1"
synthesis.area_sq_um = 1488
seq_area_frac_synth_pct = 52.23

[sta]
rsz0062_at_grt = "false"
max-slew-margin-rel_pct = 66.69
finalCriticalPeriod_ns = 2.153
clock.fmax_mhz = 464.4
final-hold-violation-count = 0
period_used_pct = 46.81
worst_clock_skew_ns = 0.008749
final-setup-viol-count = 0
slew_viol_final = 0
worst_pin_slew_ns = 0.4959
fin_setup_tns_ns = 0

[global_route]
grt_pass1_vias = 981
track_usage_pct = 3.609
antenna_found_initial = 0
grt_overflow = 0
grt_max_degree = 32
grt_pass1_wl_mm = 4.581

[job]
warning_count = 26
drv_cap = 0

[clocking]
post-cts-setup-buffer-count = 0
clock-sinks = 31
tritoncts = "done"
postCtsHoldBufs = 0
clk_pin_slew_ns = 0.06
htreeDepth = 2
clk_latency_ns = 0.28
clock-root-buffer = "clkbuf_8"
cts_buffers = 5
cts_resized = 0
clockBufferDepth = 2

[finish]
syn_to_final_growth_pct = 21.53
fillers = 1093
stdcell_area_sq_um = 1808
drive_above_1_share_pct = 9.804
comb_area_sq_um = 660.6
regArea_sq_um = 777.0
finish.utilization_pct = 17.67

[floorplan]
boundaryPins = 8
core_area_sq_um = 10230
chipArea_sq_um = 14880
die_y_um = 122
rows = 37
fp_util_pct = 14.54
die_x_um = 122

[worst_setup_path]
endpoint_kind = "output port"
path_depth = 2
r2r_start = "clk_to_sec[8]"
r2r_cells = 4
rrSetupSlack_ns = 2.80
startpoint_type = "flop"
worst_path_max_delay_cell = "clkdlybuf4s50_1"
reg2reg_to = "l[1]"
cpLargestDelayFamily = "buffers and inverters"
crit_chain = "inv_1, clkdlybuf4s50_1"
slowest_delay_ns = 0.46
critPathMaxFanout = 3
crit_end = "led[3]"
cp.arrival_ns = 1.23
crit_path_start = "l[3]"
crit_buf_inv = 2
crit_required_ns = 3.68
path_class = "flop to output port"

[place]
post_dp_cell_area_sq_um = 1727
io_buffers = 7
hpwl_mm = 1.808
gp_routability_congestion = 0.8123

[worst_hold_path]
min_path_type = "flop to flop"

[route]
via_per_inst = 3.436
vias = 993
diodes = 0
antenna_left = 0
drtIter0Drc = 67
first_pass_iters = 4
drc = 0
wl_per_cell_um = 8.761
finalWirelength_mm = 2.532

[pwr]
powerDensity_nw_per_um2 = 263.6
p_leak_nw = 0.7012
peakVddDrop_mv = 0.1211
placed cells by master (no fill, tap or decap), drive strengths merged:
cell / n
and4: 2
buf: 1
clkbuf: 7
clkdlybuf4s50: 7
clkinv: 1
dfrtp: 30
dfstp: 1
ha: 3
inv: 11
mux2: 1
nand2: 13
nand3: 16
nand4: 5
nor2: 8
nor3: 8
nor4: 8
nor4b: 1
or3: 2
xnor2: 21
xor2: 7
stage by stage:
stage	hold WS (ns)	cells	setup slack [ns]	power, mW
floorplan	0.4465	139	3.000	0.2817
global placement	0.4590	281	2.741	0.2848
detailed placement	0.4707	281	2.741	0.2848
CTS	0.4813	289	2.426	0.4862
global route	0.5151	289	2.371	0.4989
finish	0.4790	289	2.447	0.4766
per-layer routing:
metal  vias up  GRT usage [%]  wire length [um]  share of wire, %
li1        492              -                 -                 -
met1       482          5.205              1289                51
met2        15          5.316              1052                42
met3         4          1.033               166               6.6
met4         0         0.6706                24              0.95
met5         -              0                 0                 0
worst min path at each step:
stage / cells after the start / to / startpoint / slack (ns)
CTS: 1 / clk_to_sec[24] / clk_to_sec[24] / 0.48
global route: 1 / clk_to_sec[24] / clk_to_sec[24] / 0.52
finish: 1 / clk_to_sec[24] / clk_to_sec[24] / 0.48
cell type report:
| class | count | share of cell area [%] |
|---|---|---|
| tap | 136 | 9.412 |
| sequential | 31 | 42.98 |
| inverter | 11 | 2.284 |
| clock buffer | 7 | 4.221 |
| clock inverter | 1 | 0.2768 |
| multi-input combinational | 95 | 36.54 |
| timing repair buffer | 8 | 4.291 |
cells by family (layout without fill, tap and decap cells):
| logic type | after synthesis | count (layout) | share of synthesized area (%) |
|---|---|---|---|
| DFF | 31 | 31 | 52.23 |
| adders and majority gates | 3 | 3 | 2.523 |
| buffers and inverters | 13 | 27 | 3.364 |
| and+or+nand+nor | 63 | 63 | 24.64 |
| muxes | 1 | 1 | 0.7569 |
| xor gates and xnor gates | 28 | 28 | 16.48 |
flip-flops by register name, summed over array words and instances (netlist names):
signal      cells
l               6
clk_to_sec     25
power by group:
part	switching, mW	leakage [nW]	internal (mW)
sequential	0	0.415	0.273
combinational	0.00519	0.244	0.00136
clock	0.0914	0.0422	0.106
Power is estimated from default activity; no workload was simulated.
